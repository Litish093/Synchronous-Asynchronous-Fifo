==> flow/run.sh <==
#!/bin/bash
# OpenROAD 26Q1-2900-gdf79404cd8, Yosys 0.63+post, stock flow scripts
make -C /OpenROAD-flow-scripts/flow DESIGN_CONFIG=/design/flow/config.mk WORK_HOME=/design/flow/orfs finish
==> flow/config.mk <==
export PLATFORM = sky130hd
export DESIGN_NAME = Sfifo
export DESIGN_NICKNAME = Sfifo
export VERILOG_FILES = /design/flow/design.v
export SDC_FILE = /design/flow/constraint.sdc
export NUM_CORES = 4
export LEC_CHECK = 1
export CORE_AREA = 10 10 107 107
export DIE_AREA = 0 0 117 117
==> flow/constraint.sdc <==
current_design Sfifo

set clk_period 4.0
set clk_io_pct 0.2

create_clock -name clk0 -period $clk_period [get_ports {clk}]

set non_clock_inputs [all_inputs -no_clocks]
set_input_delay [expr $clk_period * $clk_io_pct] -clock clk0 $non_clock_inputs
set_output_delay [expr $clk_period * $clk_io_pct] -clock clk0 [all_outputs]
==> flow/design.v <==
`timescale 1ns / 1ps
module Sfifo(wen,ren,rst,clk,datain,dataout,full,empty);
input wen,ren,rst;
input clk;
input [2:0]datain;
output reg [2:0]dataout;
output  full,empty;
parameter depth = 8;
reg [2:0] wptr=0;
reg [2:0] rptr=0;
reg [3:0]count;
reg [2:0]mem[0:depth-1];
assign full = (count==depth);
assign empty= (count==0);
always@(posedge clk or posedge rst)
begin 
if(rst)
begin
  wptr <= 0;
end
else if(wen && !full  )
begin
  mem[wptr]<= datain;
  wptr <= wptr + 1;
end
end
always@(posedge clk or posedge rst)
begin
if (rst)
  rptr <= 0;
else if(ren  && !empty  )
begin
  dataout <= mem[rptr];
  rptr <= rptr+1;
end
end
always@(posedge clk or posedge rst)
begin
if(rst)
count<=0;
else if(wen && !ren && !full)
count<=count+1;
else if(ren && !wen && !empty)
count<=count-1;
else if(wen && ren)
count<=count;
end
endmodule
==> summary.txt <==
State of the implementation.

- The sum of negative setup slack is 0 ps, for reference.
- Across all setup checks in the final design, the least slack found is ~1300 ps.
- The floorplan step set the die height to 117 um.
- The tree is rooted in a clkbuf_8.
- The synthesis log from Yosys contains 2 warnings.
- By instance count after routing, the leading logic cell type is edfxtp_1.
- The antenna diode count is 0, for reference.
- The total setup violations reported at the end of the flow is 0, for reference.
- The number of antenna violations at the first check in global routing was 0.
- Per the GRT congestion report, total overflow comes to 0.
- For this run, the detailed router's first-pass iteration total came to 4.
- The cell family contributing the most delay on the critical path is buffers and inverters.
- Headroom to the max-slew limit came out at 0.6100.
- The number of port buffers is 11, for reference.
- The maximum number of pins on one net before global-route repair is 14, for reference.
- The synthesized netlist handed to floorplanning was reported with a cell count of 123.
- Once synthesis finished, the tally of register bits stood at 37.
- The area of the placeable core is 9196 um2, for reference.
- Clock-pin slew was measured on the worst setup and hold paths at 70 ps.
- The detail route stage leaves a number of antenna-violating nets equal to 0.
- The most critical min-delay path falls under reg -> reg.
- The global-route usage over all layers is 0.04690, for reference.
- The synthesized netlist contains 32 unique library cells.
- After clock tree synthesis, the setup repair step added 0 buffers.
- The critical path contains buffers and inverters numbering 2 combined.
- The clock passes through at most 2 buffers.
- The final wirelength is 3064 um, for reference.
- The via count of the first global-routing pass is 1066.
- The layout overhead on the synthesized area is 20.21%, for reference.
- The slowest stage of the critical path is the clkdlybuf4s50_1 cell.
- The residual DRC count is 0, for reference.
- The smallest clock period supported by the final layout is computed as 2668 ps.
- The routed via count divided by cell count is ~3.9, for reference.
- The highest clock frequency the design can meet is roughly 370 MHz, for reference.
- The type of the setup path with the least slack is in -> reg, for reference.
- The number of instances resized during post-cts repair is 0, for reference.
- The synthesis report lists the most area-consuming cells as edfxtp_1 45%, dfrtp_1 14%, ha_1 9.8%.
- The number of levels in the clock H-tree is 2, for reference.
- The yosys synthesis chip area is about 1800 um2, for reference.
- The number of clock sinks came to 37.
- The data required time reported for the critical path is 4160 ps.
- The most critical hold endpoint after final layout shows a slack of ~540 ps.
- After floorplanning, the core was divided into 35 placement rows.
- The worst setup skew after layout is 5.076 ps, for reference.
- At the floorplan stage, the core utilization is reported as 0.1939.
- TritonCTS built the clock tree.
- The transition time recorded at the tightest slew-check pin is 580.5 ps.
- Detailed-route iteration 0 reported a violation count of 53.
- The number of failing hold endpoints at the final stage is 0, for reference.
- Summing over every cut layer, the via total after detailed routing is between 900 and 1000.
- The clock latency at the later pin of the worst-skew pair is 290 ps, for reference.
- The run reported a max-capacitance violation count of 0.
- The worst setup path is captured at a flop.
- Per the timing report, the biggest fanout along the worst path comes to 6.
- The first global-routing pass estimated 5085 um of wire.
- The peak supply drop is 0.0003938 V, for reference.
- The number of pins exceeding their max-slew limit in the final report is 0, for reference.
- The half-perimeter wire length after detailed placement is 2306 um, for reference.
- Of the post-synthesis cell area, the dominant cell type holds 0.4547.
- Setup repair after global routing left no endpoint under its margin.
- In this run the tools logged warnings totalling 33.
- The run finished with clean final reports.
- The final report lists a non-filler cell total of 252.
- The portion of the clock cycle consumed by the worst path in the final layout is 0.6670, for reference.
- The worst path arrival time is 2830 ps, for reference.
- The mean post-synth cell area is 14.50 um2, for reference.
- Of the cells placed in the final design, the portion with a size suffix greater than 1 is 0.1348.
- For this run, the slowest stage of the critical path takes a little under 600 ps.
- The die covers 13690 um2.
- The total instance count after detailed placement is 244, for reference.
- The script logs the mean routed wire length per placed instance as 12.16 um.
- The hold-fix buffer count after cts is 0, for reference.
- The biggest area contributor in the post-synthesis netlist is edfxtp_1.
- For reference, the critical path cell chain is clkdlybuf4s50_1 > inv_1 > or3_1 > ha_1 > a21o_1 > a21oi_1 > mux4_2.
- Measured along the x axis, the die boundary spans 117 um.
- In this run, CTS created clock tree buffers numbering 5.
- The post-placement setup slack is 1035 ps, for reference.
- The power density relative to cell area is 662.1 nW/um2, for reference.
- The boundary pin count is 12, for reference.
- The reported leakage power is roughly 0.00080 uW, for reference.
- The share of synthesized area occupied by flip-flops and latches is 0.5951, for reference.
- The design draws roughly 1400 uW.
- At the end of routability-driven placement, the weighted congestion stood at 0.8520.
- STA classifies the critical path startpoint as an input port.
- The count of instantiated cells in the yosys netlist is around 120, for reference.
- The cell area that synthesis handed to floorplanning was 1783 um2.
- In the layout the commonest cells are 27 x edfxtp_1, 14 x ha_1, 11 x clkdlybuf4s50_1.
-- metrics by stage --
| stage | utilization | cell area, um2 |
|---|---|---|
| floorplan | - | 1783 |
| global placement | 0.2205 | 2028 |
| detailed placement | 0.2205 | 2028 |
| CTS | 0.2331 | 2143 |
| global route | 0.2331 | 2143 |
| finish | 0.2331 | 2143 |
-- per-layer routing --
| metal | vias up | wire length, um | global-route usage |
|---|---|---|---|
| met5 | - | 0 | 0 |
| li1 | 499 | - | - |
| met3 | 7 | 221 | 0.01961 |
| met1 | 461 | 1518 | 0.06305 |
| met4 | 0 | 60 | 0.009061 |
| met2 | 27 | 1264 | 0.07049 |
-- path summary, 6_finish.rpt --
kind / from / endpoint / slack, ps / cells past startpoint
setup / recovery: wen / count[3] / 1330 / 7
hold / removal: wptr[0] / wptr[0] / 540 / 1
max in group asynchronous: rst / count[0] / 2810 / 2
hold reg to reg: wptr[0] / wptr[0] / 540 / 1
min in group asynchronous: rst / rptr[1] / 900 / 2
setup reg to reg: count[0] / count[3] / 1830 / 6
-- sequential cells by signal, summed over array words and instances, names as in the netlist --
| register | flops |
|---|---|
| mem | 24 |
| count | 4 |
| dataout | 3 |
| rptr | 3 |
| wptr | 3 |
-- cell type report --
type,instances,area [um2]
clock buffers,5,68.82
clock inverters,3,46.29
fillers,954,7053
inverters,8,30.03
multi-input cells,77,688.2
flip-flops and latches,37,1061
well taps,111,138.9
repair buffers,11,110.1
-- where the power goes --
part / switching (uW) / internal (uW) / total (uW) / leakage [uW]
Sequential: 116 / 507 / 623 / 0.000363
Clock: 134 / 186 / 321 / 0.0000543
Combinational: 212 / 263 / 475 / 0.000383
Total: 462 / 957 / 1420 / 0.000801
-- cells in the mapped netlist --
library cell / count
or3_1: 1
mux2_2: 6
nor2_1: 2
nand2b_1: 3
and3_1: 6
nor4b_4: 1
a22o_1: 2
or4_4: 1
xnor2_1: 4
nand2_1: 5
a22oi_1: 1
or2_4: 1
a21oi_1: 2
a222oi_1: 3
clkbuf_1: 1
nor3_1: 5
fa_1: 1
ha_1: 14
a21o_1: 2
mux4_2: 1
a221oi_1: 1
and2_1: 3
dfrtp_1: 10
inv_1: 8
o21ai_0: 3
o41ai_4: 1
edfxtp_1: 27
nor4_1: 1
a31oi_1: 1
a41oi_1: 2
xor2_1: 2
nor2b_1: 2
-- cells by family after synthesis --
kind of cell / after synthesis / synth area share
DFF: 37 / 0.5951
and+or+nand+nor: 31 / 0.1095
AOI/OAI and AO/OA: 18 / 0.08702
adders and majority gates: 15 / 0.1095
buffers and inverters: 9 / 0.01895
muxes: 7 / 0.05052
xor gates and xnor gates: 6 / 0.02947
Power figures rest on the tool's default switching activity, not on a simulated workload.
