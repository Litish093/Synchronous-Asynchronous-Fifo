==> flow/design.v <==
`timescale 1ns / 1ps
module Afifo(wen,ren,rclk,wclk,datain,dataout,empty,full,rst);
input rclk,wclk;
input wen,ren;
input rst;
input [2:0]datain;
output reg [2:0]dataout;
output empty,full;
reg [3:0] wptr,rptr;
reg [2:0]mem[0:7];
wire [3:0]wptrb2g;
wire [3:0]rptrb2g;
wire [3:0]syncwptr;
wire [3:0]syncrptr;
always@(posedge wclk or posedge rst)
begin 
if (rst)
wptr<=0;
else if (wen && !full)
begin
 mem[wptr[2:0]]<=datain;
 wptr <= wptr +1;
end
end
always@(posedge rclk or posedge rst)
begin
if(rst)
rptr <=0;
else if (ren && !empty)begin
dataout <= mem[rptr[2:0]];
rptr <= rptr+1;
end
end
assign wptrb2g = wptr ^ wptr >> 1;
assign rptrb2g = rptr ^ rptr >> 1;
synchronizer s1 (rclk,wptrb2g,syncwptr,rst);
synchronizer s2 (wclk,rptrb2g,syncrptr,rst);
wire [3:0] wptrg2b = g2b(syncwptr);
assign full = ({~syncwptr[3:2],syncwptr[1:0]}== syncrptr);
assign empty = (wptrg2b  == rptr);
function [3:0] g2b;
    input [3:0] g;
    integer i;
    reg [3:0] temp;
    begin
        temp[3] = g[3];
        for (i = 2; i >= 0; i = i - 1)
            temp[i] = g[i] ^ temp[i+1];
        g2b = temp;   
    end
endfunction
endmodule
module synchronizer(clk,ptr1,ptr2,rst);
input clk,rst;
input [3:0]ptr1;
output reg [3:0]ptr2;
reg [3:0]ptr3;
always@ (posedge clk or posedge rst)
begin 
if(rst)
begin
ptr3<=0;
ptr2<=0;
end
else
begin 
ptr3<=ptr1;
ptr2<=ptr3;
end
end
endmodule
==> flow/run.sh <==
#!/bin/bash
# OpenROAD 26Q1-2900-gdf79404cd8, Yosys 0.63+post, stock flow scripts
make -C /OpenROAD-flow-scripts/flow DESIGN_CONFIG=/design/flow/config.mk WORK_HOME=/design/flow/orfs finish
==> flow/config.mk <==
export PLATFORM = sky130hd
export DESIGN_NAME = Afifo
export DESIGN_NICKNAME = Afifo
export VERILOG_FILES = /design/flow/design.v
export SDC_FILE = /design/flow/constraint.sdc
export NUM_CORES = 4
export LEC_CHECK = 1
export CORE_UTILIZATION = 50
==> flow/constraint.sdc <==
current_design Afifo

set clk_period 2.6
set clk_io_pct 0.2

create_clock -name clk0 -period $clk_period [get_ports {rclk}]
create_clock -name clk1 -period $clk_period [get_ports {wclk}]

set non_clock_inputs [all_inputs -no_clocks]
set_input_delay [expr $clk_period * $clk_io_pct] -clock clk0 $non_clock_inputs
set_output_delay [expr $clk_period * $clk_io_pct] -clock clk0 [all_outputs]
==> flow_summary.json <==
{
  "status": "complete, no violations",
  "drv_slew": 0,
  "path_clk_slew_ns": 0.07,
  "grt_max_degree": 23,
  "power.net_switching_mw": 1.04,
  "drt_iter0_markers": 71,
  "grt_pass1_wl_mm": 5.78,
  "intPower_mw": 2.02,
  "layout_setup_ws_ns": 0.181,
  "dpl_cell_area_um2": 2320,
  "yosysUniqueCellTypes": 27,
  "clock-sinks": 51,
  "areaGrowthSynthToFinish_pct": 17.0,
  "critical_path_class": "reg -> out",
  "num_vias": 1161,
  "floorplan.die.height_um": 67.2,
  "dp_slack_ns": 0.439,
  "wire_per_inst_um": 16.1,
  "worstMarginPinSlew_ns": 0.606,
  "crit_required_ns": 2.08,
  "yosysCellCount": 139,
  "cp_max_fo": 13,
  "p_leak_nw": 1.01,
  "antenna_found_initial": 0,
  "wirelength_mm": 3.47,
  "firstDrtPassIters": 4,
  "ir_drop_v": 0.000676,
  "seq_power_share_pct": 43.4,
  "die_area_um2": 4520,
  "rsz0062_at_grt": "no",
  "grt_pass1_vias": 1176,
  "wl_met1_mm": 1.72,
  "place_congestion": 0.844,
  "hold_class": "reg -> reg",
  "ant_nets": 0,
  "core_um2": 4030,
  "ys_warn_count": 3,
  "drc_errors": 0,
  "start_kind": "flip-flop",
  "wl_met2_mm": 1.46,
  "portBuffers": 11,
  "seq_area_um2": 1410,
  "comb_area_um2": 681,
  "syn_inst": 139,
  "rows": 23,
  "cts_tree": "yes",
  "power_density_nw_per_um2": 1230,
  "dieWidth_um": 67.2,
  "vias_per_cell": 5.40,
  "track_usage_pct": 19.5,
  "post-cts-setup-buffer-count": 0,
  "setup_viol": 0,
  "warning_count": 34,
  "ys_area_um2": 2130,
  "cts.repair.resized": 0,
  "p_clk_share_pct": 22.2,
  "pin_count": 13,
  "drive_gt1_share_pct": 13.9,
  "ys_ff": 51,
  "highest_layer": "met4",
  "hpwl_mm": 2.53,
  "switching_share_pct": 33.9,
  "clock_skew_ns": 0.00624,
  "wl_met3_um": 208,
  "setup_tns_ns": 0,
  "overflow": 0,
  "cap_violations": 0,
  "combPwrFrac_pct": 34.4,
  "hold_viol": 0,
  "synth_seq_share_pct": 66.4,
  "avgSynthCellArea_um2": 15.3,
  "n_antenna_cell": 0,
  "syn-cell-area_um2": 2130,
  "fp-utilization_pct": 52.8,
  "fill_cells": 306,
  "end_kind": "primary output",
  "cts-hold-fix-buffers": 0,
  "relSlewSlack_pct": 59.2,
  "arrival_ns": 1.90,
  "final_area_um2": 2490
}
-- worst paths after layout --
path                            start         end  slack, ns  depth (start not counted)
min in group asynchronous         rst     rptr[0]       0.62                          2
max in group asynchronous         rst     rptr[2]       1.52                          3
setup / recovery              rptr[2]       empty       0.18                          4
hold reg to reg            s1.ptr3[3]  s1.ptr2[3]       0.35                          0
hold / removal             s1.ptr3[3]  s1.ptr2[3]       0.35                          0
max in group clk1          s1.ptr2[2]   mem[0][2]       0.78                          5
setup reg to reg              rptr[1]  dataout[2]       0.54                          6
min in group clk1          s2.ptr3[2]  s2.ptr2[2]       0.35                          0
-- layer usage --
metal,up-vias,global-route usage (%)
li1,557,-
met1,569,33.0
met2,25,26.4
met3,10,7.36
met4,0,3.99
met5,-,0
-- layout make-up --
type	count	area share (%)
multi-input cells	79	27.4
flip-flops and latches	51	56.8
inverters	8	1.21
clock inverters	4	2.06
clock buffers	8	4.43
repair buffers	15	5.64
well taps	50	2.52
-- critical path, cell delays in order, from the launching register on --
cell,delay (ns)
dfrtp_1,0.64
xnor2_1,0.16
mux2i_1,0.16
nor3_1,0.20
clkdlybuf4s50_1,0.49
-- stage by stage --
stage / hold slack [ns] / cells / power (mW) / util [%]
after detailed placement: 0.335 / 203 / 2.40 / 57.7
after global placement: 0.335 / 203 / 2.38 / 57.7
after global routing: 0.359 / 215 / 3.30 / 61.7
final: 0.349 / 215 / 3.06 / 61.7
after CTS: 0.351 / 215 / 3.10 / 61.7
after floorplan: 0.331 / 139 / 2.08 / -
-- power by group through the flow --
stage	combinational (mW)	clock, mW	sequential (mW)
after CTS	1.06	0.703	1.34
after global routing	1.19	0.740	1.37
final	1.05	0.681	1.33
-- placed cells by master (no fill, tap or decap), drive strengths merged --
cell type / n
clkinv: 1
o41ai: 1
o21ai: 1
mux2: 4
o31ai: 2
ha: 14
clkdlybuf4s50: 11
nor3b: 1
nand3: 1
a221oi: 5
nand2: 5
nor3: 1
bufinv: 1
and2: 3
mux2i: 2
nor2: 6
xnor2: 10
a222oi: 2
inv: 9
buf: 4
edfxtp: 27
nor4: 4
and3: 5
a21oi: 5
clkinvlp: 1
clkbuf: 8
a22oi: 1
dfrtp: 24
xor2: 6
-- synthesized netlist by cell type --
cell / n / area (um2)
mux2_2: 2 / 22.5
and2_2: 1 / 7.51
o31ai_1: 1 / 7.51
a21oi_1: 5 / 25.0
clkbuf_1: 1 / 3.75
and3_1: 5 / 31.3
nand3_1: 1 / 5.00
nor4_1: 4 / 25.0
o31ai_4: 1 / 21.3
nor3b_1: 1 / 7.51
mux2_4: 2 / 30.0
mux2i_1: 2 / 20.0
edfxtp_1: 27 / 811
nand2_1: 5 / 18.8
nor2_1: 6 / 22.5
inv_1: 8 / 30.0
ha_1: 14 / 175
o41ai_4: 1 / 27.5
a22oi_1: 1 / 7.51
xor2_1: 6 / 52.6
and2_1: 2 / 12.5
a221oi_1: 5 / 43.8
nor3_1: 1 / 5.00
a222oi_1: 2 / 20.0
o21ai_0: 1 / 5.00
xnor2_1: 10 / 87.6
dfrtp_1: 24 / 601
-- state kept, by name (all words and copies together), names as in the netlist --
name and cells:
rptr 4, s2.ptr2 4, s2.ptr3 4, s1.ptr3 4, s1.ptr2 4, dataout 3
wptr 4, mem 24
-- cell families after synthesis --
logic type | Yosys count | share of synthesized area (%)
flops | 51 | 66.4
simple gates | 26 | 6.36
compound gates | 17 | 7.42
xor+xnor | 16 | 6.59
fa+ha+maj | 14 | 8.24
buf+inv | 9 | 1.59
mux | 6 | 3.41
No activity file was given, so power comes from the tool's default toggle rates.
